File: flow/design.v
module alu(input  logic [15:0] x, y,
           input  logic        zx, nx, zy, ny, fn, no,
           output logic [15:0] out,
           output logic        zr, ng);
    logic [15:0] zxo, nxo, zyo, nyo, and1, add1, fno;
    assign zxo = zx ? 0 : x;
    assign zyo = zy ? 0 : y;
    assign nxo = nx ? ~zxo : zxo;
    assign nyo = ny ? ~zyo : zyo;
    assign and1 = nxo & nyo;
    assign add1 = nxo + nyo;
    assign fno = fn ? add1 : and1;
    assign out = no ? ~fno : fno;
    assign zr = ~|out;
    assign ng = out[15];
endmodule
File: flow/run.sh
#!/bin/bash
# OpenROAD 26Q1-2900-gdf79404cd8, Yosys 0.63+post, stock flow scripts
make -C /OpenROAD-flow-scripts/flow DESIGN_CONFIG=/design/flow/config.mk WORK_HOME=/design/flow/orfs finish
File: flow/config.mk
export PLATFORM = sky130hd
export DESIGN_NAME = alu
export DESIGN_NICKNAME = alu
export VERILOG_FILES = /design/flow/design.v
export SDC_FILE = /design/flow/constraint.sdc
export NUM_CORES = 4
export LEC_CHECK = 1
export CORE_UTILIZATION = 30
File: flow/constraint.sdc
current_design alu

set clk_period 11.5
set clk_io_pct 0.2

create_clock -name clk0 -period $clk_period

set non_clock_inputs [all_inputs -no_clocks]
set_input_delay [expr $clk_period * $clk_io_pct] -clock clk0 $non_clock_inputs
set_output_delay [expr $clk_period * $clk_io_pct] -clock clk0 [all_outputs]
==> impl_metrics.ini <==
; physical design summary
[run_status]
status = finished clean

[worst_hold_path]
worst_hold_path.endpoint = out[6]
hp-class = primary input to primary output
holdCritStartpoint = fn
min_path_cells = 5

[place]
port_buffers = 56
place_congestion = 0.879
dp_hpwl_um = 3480

[floorplanning]
die_area_sq_um = 6300
core_sq_um = 5640
ios = 56
rows = 27
dieWidth_um = 79.4
fp_util = 0.318
die_h_um = 79.4

[drt]
wl_per_cell_um = 11.5
ant_nets = 0
drt_iter0_drc = 138
num_vias = 1708
dr.pass1.iters = 4
vias_per_cell = 4.85
routed_wl_um = 4050
drc = 0
num_antenna_cells = 0

[sta]
grt_setup_unrepaired = no
fin_tns_setup_ps = 0
holdWs_ps = 5920
tightest_slew_ps = 726
finalCriticalPeriod_ps = 8520
drv_slew = 0
setup_violations = 0
hold_viol = 0
max_freq_ghz = 0.117
maxSlewHeadroom = 0.515
period_used_share = 0.740

[critical_path]
worstPathArrival_ps = 6220
crit_path_max_fanout = 16
startpoint_type = primary input
worstSetupEndpointType = primary output
critPathKind = primary input to primary output
cp.required_ps = 9200

[cts]
cts_hold_buf = 0
post_cts_resized = 0
cts_setup_buffers = 0

[logic_synthesis]
yosysTopAreaCell = xnor2_1
yosysUniqueCellTypes = 54
avgSynthCellArea_sq_um = 7.64
ys_cells = 235
syn-instance-count = 235
top_cell = xnor2_1
yosysWarnings = 0
synth_top_area_share = 0.263
top_cells_by_area = xnor2_1, ha_1, nand2b_1
ys_chip_area_sq_um = 1800
netlist_area_sq_um = 1800
common_cells = xnor2_1, nand2b_1, ha_1
ys_seq_share = 0

[finish]
area_delta_synth_final_pct = 32.3
seq_area_sq_um = 0
postLayoutCoreUtil = 0.421
flop-count = 0
clockBufferCount = 0
final_layout_size_suffix_gt1_frac = 0.0464

[power_and_ir_drop]
p_leak_nw = 0.860
vdd_drop_max_mv = 0.0338
p_per_area_nw_per_um2 = 82.5

[global_routing]
grt_pass1_vias = 1496
overflow = 0
grt_antenna_before_repair = 0
grt_max_degree = 28
globalRouteTotalUtil = 0.135
grt_pass1_wl_um = 7110

[job]
log.warning_count = 32
maxCapViolations = 0
-- stage by stage --
stage	instance area, sq um	total power (W)	cells	worst slack [ps]
global placement	2370	0.000196	352	3020
detailed placement	2370	0.000196	352	2960
global route	2370	0.000219	352	2630
floorplan	1800	0.000130	235	3970
CTS	2370	0.000197	352	2960
finish	2370	0.000196	352	2980
-- critical path, cell delays in order --
cell,delay [ps]
clkdlybuf4s50_1,610
nand2b_1,260
xnor2_1,130
ha_1,250
fa_1,430
a21o_1,220
a221oi_2,370
nor4_1,110
o31ai_1,310
nand4b_1,140
o311a_2,160
xnor2_1,150
nor4_2,290
clkdlybuf4s50_1,490
-- where the power goes --
part / switching (W) / internal, W
registers: 0 / 0
clock network: 0 / 0
logic: 0.0000862 / 0.000110
-- logic make-up (layout without fill, tap and decap cells) --
logic type,after synthesis,count (layout),synth area share
mux,10,10,0.0564
simple gates,84,84,0.296
xor+xnor,55,55,0.268
compound gates,47,47,0.187
buf+inv,22,67,0.0690
fa+ha+maj,17,17,0.123
-- cells in the final DEF (no fill, tap or decap), drive strengths merged, types with 6 or more instances in the layout --
cell type and n:
mux2i 9, nand2 11, clkdlybuf4s50 56, nand2b 32, inv 7, xnor2 54
a21o 6, o21ai 9, ha 16, a21oi 9
-- routing by layer --
layer	wire length, um	part of all wire	GRT usage	vias to the layer above
li1	-	-	-	935
met5	0	0	0	-
met1	2250	0.55	0.222	722
met4	0	0	0	0
met3	163	0.040	0.00117	0
met2	1640	0.40	0.209	51
-- layout make-up --
class              count  area [sq um]
fillers              585          3270
multi-input cells    213          1670
repair buffers        59           583
well taps             72          90.1
inverters              8          30.0
-- worst max-delay path by stage --
stage / slack [ps] / start / end
6_report: 2980 / zx / zr
4_1_cts: 2960 / zx / zr
5_1_grt: 2630 / zy / zr
No activity file was given, so power comes from the tool's default toggle rates.
